[flow/config.mk]
export PLATFORM = sky130hd
export DESIGN_NAME = spu
export DESIGN_NICKNAME = spu
export VERILOG_FILES = /design/flow/design.v
export SDC_FILE = /design/flow/constraint.sdc
export NUM_CORES = 4
export LEC_CHECK = 1
export CORE_UTILIZATION = 50
[flow/constraint.sdc]
current_design spu

set clk_period 13.6
set clk_io_pct 0.2

create_clock -name clk0 -period $clk_period [get_ports {clk}]

set non_clock_inputs [all_inputs -no_clocks]
set_input_delay [expr $clk_period * $clk_io_pct] -clock clk0 $non_clock_inputs
set_output_delay [expr $clk_period * $clk_io_pct] -clock clk0 [all_outputs]
[flow/design.v]
module reg_file #(
parameter  DEPTH = 16,
parameter  ADDR = 4,     
parameter  WIDTH = 16)
( 
input     rst,
input     clk,
input     w_en,                    
input     [ADDR-1:0]    w_addr,    
input     r1_en,                   
input     r2_en,                   
input     [ADDR-1:0]    r1_addr,   
input     [ADDR-1:0]    r2_addr,   
input     [WIDTH-1:0]   w_data,    
output    [WIDTH-1:0]   r1_data,   
output    [WIDTH-1:0]   r2_data    
);
reg [WIDTH-1:0]    rf[0:DEPTH-1];
assign  r1_data = (r1_en) ? rf[r1_addr] : {(WIDTH){1'b0}};
assign  r2_data = (r2_en) ? rf[r2_addr] : {(WIDTH){1'b0}};
always@(posedge clk or posedge rst)
begin: rf_block
  integer i;
  if(rst)
     for(i=0; i<DEPTH; i=i+1)        
           rf[i] <= {(WIDTH){1'b0}};
  else if(w_en)
           rf[w_addr] <= w_data;
end
endmodule
module spu(
input  clk,
input  rst,
input  start,                   
output stop,                    
input   [15:0] im_r_data,       
output  [7:0]  im_addr,         
output  im_rd,                  
output  [7:0] dm_addr,          
output  dm_rd,                  
output  dm_wr,                  
input  [15:0] dm_r_data,        
output [15:0] dm_w_data         
);
wire rf_s1;
wire rf_s0;
wire [7:0] rf_w_data;
wire [3:0] rf_w_addr;    
wire rf_w_wr;            
wire [3:0] rf_rp_addr;   
wire rf_rp_rd;           
wire [3:0] rf_rq_addr;   
wire rf_rq_rd;           
wire rf_rp_zero;
wire alu_s1;
wire alu_s0;
spu_ctrl c1(.clk(clk),
            .rst(rst),
            .start(start),             
            .stop(stop),               
            .im_r_data(im_r_data),     
            .im_addr(im_addr),         
            .im_rd(im_rd),             
            .dm_addr(dm_addr),         
            .dm_rd(dm_rd),             
            .dm_wr(dm_wr),             
            .rf_s1(rf_s1),
            .rf_s0(rf_s0),
            .rf_w_data(rf_w_data),
            .rf_w_addr(rf_w_addr),     
            .rf_w_wr(rf_w_wr),         
            .rf_rp_addr(rf_rp_addr),   
            .rf_rp_rd(rf_rp_rd),       
            .rf_rq_addr(rf_rq_addr),   
            .rf_rq_rd(rf_rq_rd),       
            .rf_rp_zero(rf_rp_zero),
            .alu_s1(alu_s1),
            .alu_s0(alu_s0)
);
spu_datapath d1(.clk(clk),
                .rst(rst),
                .rf_s1(rf_s1),
                .rf_s0(rf_s0),
                .rf_w_data(rf_w_data),
                .rf_w_addr(rf_w_addr),       
                .rf_w_wr(rf_w_wr),           
                .rf_rp_addr(rf_rp_addr),     
                .rf_rp_rd(rf_rp_rd),         
                .rf_rq_addr(rf_rq_addr),     
                .rf_rq_rd(rf_rq_rd),         
                .rf_rp_zero(rf_rp_zero),
                .alu_s1(alu_s1),
                .alu_s0(alu_s0),
                .dm_r_data(dm_r_data),       
                .dm_w_data(dm_w_data)        
);
endmodule
`timescale 1ns/10ps
module spu_ctrl(
input   clk,
input   rst,
input   start,                  
output  reg stop,               
input   [15:0] im_r_data,       
output  [7:0]  im_addr,         
output  reg im_rd,              
input   rf_rp_zero,
output  [7:0] dm_addr,          
output  reg dm_rd,              
output  reg dm_wr,              
output  reg rf_s1,
output  reg rf_s0,
output  reg [7:0] rf_w_data,
output  reg [3:0] rf_w_addr,    
output  reg rf_w_wr,            
output  reg [3:0] rf_rp_addr,   
output  reg rf_rp_rd,           
output  reg [3:0] rf_rq_addr,   
output  reg rf_rq_rd,           
output  reg alu_s1,
output  reg alu_s0
);
parameter [3:0]  INIT   = 4'd0, 
                 FETCH  = 4'd1,
		           DECODE = 4'd2,
		           LOAD   = 4'd3,
		           STORE  = 4'd4,
                 ADD    = 4'd5,
                 STOP   = 4'd6,
                 ADDI   = 4'd7,
                 SUB    = 4'd8,
                 LDC    = 4'd9,
                 JMPZ   = 4'd10;
parameter [3:0]  OP_LOAD  = 4'd0,
                 OP_STORE = 4'd1,
	              OP_ADD   = 4'd2,
                 OP_LDC   = 4'd3,
                 OP_ADDI  = 4'd4,
                 OP_SUB   = 4'd5,
                 OP_JMPZ  = 4'd6,
	              OP_STOP  = 4'd15;				  
reg [7:0] pc;     
reg pc_inc;
reg pc_clr;
reg pc_ld;
reg [15:0] ir;     
reg ir_ld;
reg [2:0] cs, ns;   
wire [3:0] ra, rb, rc;   
wire [3:0] op;           
wire [7:0] pc_jmpz;     
assign im_addr = pc;
assign op = ir[15:12];
assign ra = ir[11:8];
assign rb = ir[7:4];
assign rc = ir[3:0];
assign dm_addr = ir[7:0];
assign pc_jmpz = pc + ir[7:0];
always@(posedge clk or posedge rst)
begin
  if(rst)
     pc <= #1 8'd0;
  else if(pc_clr)
     pc <= #1 8'd0;
  else if(pc_inc)
     pc <= #1 (pc + 8'd1);
end
always@(posedge clk or posedge rst)
begin
  if(rst)
     ir <= #1 16'd0;
  else if(ir_ld)
     ir <= #1 im_r_data;
end
always@(posedge clk or posedge rst)
begin
  if(rst)
     cs <= #1 INIT;
  else 
     cs <= #1 ns;
end
always@(*)
begin
  case(cs)
  INIT:    if(start)
              ns = FETCH;
			  else
			     ns = INIT;
  FETCH:   ns = DECODE;
  DECODE:  case(op)
           OP_LOAD:  ns = LOAD;
			  OP_STORE: ns = STORE;
			  OP_ADD:   ns = ADD;
           OP_LDC:   ns = LDC;
           OP_SUB:   ns = SUB;
           OP_JMPZ:  ns = JMPZ;
			  OP_STOP:  ns = STOP; 
           default:  ns = INIT;
			  endcase
  LOAD:    ns = FETCH;
  STORE:   ns = FETCH;
  ADD:     ns = FETCH;
  LDC:     ns = FETCH;
  SUB:     ns = FETCH;
  JMPZ:    ns = FETCH;
  STOP:    ns = INIT;
  default: ns = INIT;
  endcase
end
always@(*)
begin
  im_rd = 1'b0;
  pc_clr = 1'b0;
  pc_inc = 1'b0;
  pc_ld  = 1'b0;
  ir_ld = 1'b0;  
  dm_rd = 1'b0;
  dm_wr = 1'b0;
  rf_s1 = 1'b0;
  rf_s0 = 1'b0;
  rf_w_data = 8'd0;
  rf_w_addr  = 4'd0;
  rf_w_wr = 1'b0;
  rf_rp_addr = 4'd0;
  rf_rp_rd = 1'b0;  
  rf_rq_addr = 4'd0;
  rf_rq_rd = 1'b0;  
  alu_s1 = 1'b0;
  alu_s0 = 1'b0;
  stop = 1'b0; 
  case(cs)
  INIT:    begin
             pc_clr = 1'b1;  
           end
  FETCH:   begin
             im_rd  = 1'b1;
				 ir_ld  = 1'b1;
			    pc_inc = 1'b1;  
           end
  LOAD:    begin
             dm_rd = 1'b1;
			    rf_s1 = 1'b0;
             rf_s0 = 1'b1; 
			    rf_w_addr = ra;
			    rf_w_wr = 1'b1;			  
           end
  STORE:   begin
             dm_wr = 1'b1; 
			    rf_rp_addr = ra;
			    rf_rp_rd = 1'b1;			  
           end
  ADD:     begin           
			    rf_rp_addr = rb;
			    rf_rp_rd = 1'b1;
             rf_s1 = 1'b0;
             rf_s0 = 1'b0;
			    rf_rq_addr = rc;
			    rf_rq_rd = 1'b1;
			    rf_w_addr = ra;
			    rf_w_wr = 1'b1;
	          alu_s1 = 1'b0;
	          alu_s0 = 1'b1;		  
           end
   SUB:     begin
             rf_rp_addr = rb;
             rf_rp_rd = 1'b1;
             rf_s1 = 1'b0;
             rf_s0 = 1'b0;
             rf_rq_addr = rc;
             rf_rq_rd = 1'b1;
             rf_w_addr = ra;
             rf_w_wr =1'b1;
             alu_s1 = 1'b1;
             alu_s0 = 1'b0;
            end
  STOP:    begin
             stop = 1'b1;  
           end
  default: begin
             im_rd = 1'b0;
             pc_clr = 1'b0;
             pc_inc = 1'b0;
             pc_ld  = 1'b0;
             ir_ld = 1'b0;  
             dm_rd = 1'b0;
             dm_wr = 1'b0;
             rf_s1 = 1'b0;
             rf_s0 = 1'b0;
             rf_w_data  = 8'd0;
             rf_w_addr  = 4'd0;
             rf_w_wr = 1'b0;
             rf_rp_addr = 4'd0;
             rf_rp_rd = 1'b0;  
             rf_rq_addr = 4'd0;
             rf_rq_rd = 1'b0;  
             alu_s1 = 1'b0;
             alu_s0 = 1'b0;
             stop = 1'b0;
			  end
  endcase
end
endmodule
module spu_datapath(
input clk,
input rst,
input rf_s1,
input rf_s0,
input  [3:0] rf_w_addr,   
input  rf_w_wr,           
input  [3:0] rf_rp_addr,  
input  rf_rp_rd,          
input  [3:0] rf_rq_addr,  
input  rf_rq_rd,          
input  [7:0] rf_w_data,   
input  alu_s1 ,
input  alu_s0 , 
input  [15:0] dm_r_data,  
output [15:0] dm_w_data,   
output rf_rp_zero
);
reg    [15:0] mux_out;     
wire   [15:0] rf_rp_data;   
wire   [15:0] rf_rq_data;   
reg    [15:0] alu_out;      
always@(*)begin
  case({rf_s1,rf_s0})
  2'd0: mux_out = alu_out;
  2'd1: mux_out = dm_r_data;
  2'd2: mux_out = rf_w_data;
  default : mux_out = 16'd0;
  endcase
end
assign dm_w_data = rf_rp_data;
assign rf_rp_zero = (rf_rp_data == 16'd0)?1:0;  
reg_file #(
 .DEPTH(16),
 .ADDR(4),
 .WIDTH(16))
rf(.rst(rst),
   .clk(clk),
   .w_en(rf_w_wr),         
   .w_addr(rf_w_addr),     
   .r1_en(rf_rp_rd),       
   .r2_en(rf_rq_rd),       
   .r1_addr(rf_rp_addr),   
   .r2_addr(rf_rq_addr),   
   .w_data(mux_out),       
   .r1_data(rf_rp_data),   
   .r2_data(rf_rq_data)    
);
always@(*)         
begin
  case({alu_s1,alu_s0})
  2'd0: alu_out = rf_rp_data;
  2'd1: alu_out = rf_rp_data + rf_rq_data;
  2'd2: alu_out = rf_rp_data - rf_rq_data;
  default: alu_out = 16'd0;
  endcase
end
endmodule
[flow/run.sh]
#!/bin/bash
# OpenROAD 26Q1-2900-gdf79404cd8, Yosys 0.63+post, stock flow scripts
make -C /OpenROAD-flow-scripts/flow DESIGN_CONFIG=/design/flow/config.mk WORK_HOME=/design/flow/orfs finish
==> ds_physical_params.txt <==
Physical design parameters

Parameter                              Value

Outcome
  Result of the run .................. complete, no violations

Route
  First DRT Iteration DRCs .................. 1781
  Detailed-route wire length per cell .................. 28.9 um
  Total via count after detailed routing .................. 14400
  Total DRC errors in the routed layout .................. 0
  Remaining antenna violation count .................. 0
  Diodes inserted .................. 0
  Post-Route WL .................. 60600 um
  Count of TritonRoute iterations in the first routing pass .................. 10
  Via density per instance .................. 6.86

Worst setup path
  Worst EP arrival .................. between 4000 and 5000 ps
  Endpoint class of the critical path .................. output port
  Endpoint required time on the critical path .................. 10880 ps
  Sort of element at the start of the critical path .................. register
  Max FO, Critical Path .................. 45
  Critical setup path kind .................. reg2out

STA
  Unrepaired setup endpoints after global routing .................. no
  Transition time at the pin with the least slew margin .................. about 980 ps
  Final Skew .................. 14.3 ps
  Worst path setup slack after routing .................. 6070 ps
  Number of max-slew violations in the final report .................. 0
  Tightest hold margin .................. 497 ps
  Fraction of the cycle the final worst path needs .................. 55.3%
  Number of hold-slack violations in the final timing report .................. 0
  Sum Neg Setup Slack .................. 0 ps
  Highest Clock Rate .................. roughly 130 MHz
  Final setup violating endpoints .................. 0
  Relative slew slack .................. 34.1%
  Final min period .................. roughly 7500 ps

Synthesis
  Synth Flop Type .................. sky130_fd_sc_hd__dfrtp_1
  Post-Syn Area per Cell .................. 9.26 um^2
  Yosys stat chip area .................. 15200 um^2
  Number of different library cells in the post-synthesis netlist .................. 75
  YS warnings .................. 4
  Syn Std Cell Area .................. 15200 um^2
  Fraction of registers with async set or reset after synthesis .................. 100%
  Count of state elements after synthesis .................. 287
  Post-synthesis cell count from yosys .................. between 1500 and 2000
  Sequential fraction of the synthesis area .................. 47.3%
  Number of synthesized flops with an enable pin .................. 0
  Cells after Synth .................. 1639

CTS
  Clock-pin slew on the worst setup and hold paths .................. 50 ps
  CTS max path bufs .................. 3
  Clock root buffer .................. sky130_fd_sc_hd__clkbuf_16
  Post-CTS repair timing setup buffer count .................. 0
  Clock buffer count from CTS .................. 34
  Clk ins delay skew pair .................. 520 ps
  CTS H-Tree Depth .................. 2
  CTS tree .................. done
  Number of hold buffers added after CTS .................. 0
  Resized Gates After CTS .................. 0
  Clock Sinks .................. 287

Cells and area
  Proportion of layout cells with a drive suffix above 1 .................. 13.2%
  Final Core Density .................. 58.8%
  Area Overhead vs Synth .................. 15.1%

Global route
  Remaining global-route overflow .................. 0
  Antenna violations before repair .................. 0
  Number of global-route vias before repair .................. 13900
  Total Routing Usage GR .................. 42.2%
  Global-route wire length before repair .................. 90600 um
  Largest net degree at the start of global routing .................. 78

Floorplanning
  Die outline area .................. 31000 um^2
  Die boundary height .................. 176 um
  Init Core Util .................. 51.1%
  Std-Cell Core Area .................. 29700 um^2
  Die Span X .................. 176 um
  Number of cell rows .................. roughly 63
  Count of pins on the block boundary .................. 71

Power and ir drop
  P per Cell Area .................. between 100 and 150 nW/um^2
  Leakage power figure .................. 7.63 nW
  Final total power .................. 2.58 mW
  Worst voltage drop across the vdd grid .................. approximately 160 uV

Placed design
  Number of port buffers .................. 70
  Routability congestion estimate from global placement .................. 0.982
  Worst-case setup slack after placement .................. roughly 6800 ps
  Post-DP HPWL .................. about 38000 um

Job
  Warning total across the stage logs .................. 25
  MaxCap Viol Count .................. 0

Hold path
  Hold Path Class .................. reg2reg
cell usage after synthesis, types with 9 or more instances:
cell | instances | share of area, %
sky130_fd_sc_hd__o21ai_1 | 38 | 1.3
sky130_fd_sc_hd__o221a_2 | 16 | 1.2
sky130_fd_sc_hd__nand4_1 | 23 | 0.95
sky130_fd_sc_hd__nand2_1 | 259 | 6.4
sky130_fd_sc_hd__xnor2_1 | 10 | 0.58
sky130_fd_sc_hd__buf_2 | 20 | 0.66
sky130_fd_sc_hd__a222oi_1 | 30 | 2.0
sky130_fd_sc_hd__mux2_2 | 60 | 4.5
sky130_fd_sc_hd__a22o_1 | 25 | 1.4
sky130_fd_sc_hd__nor3_1 | 20 | 0.66
sky130_fd_sc_hd__buf_4 | 14 | 0.69
sky130_fd_sc_hd__a21oi_1 | 75 | 2.5
sky130_fd_sc_hd__a31oi_1 | 31 | 1.3
sky130_fd_sc_hd__inv_1 | 14 | 0.35
sky130_fd_sc_hd__o21ai_0 | 198 | 6.5
sky130_fd_sc_hd__nand3_1 | 38 | 1.3
sky130_fd_sc_hd__ha_1 | 16 | 1.3
sky130_fd_sc_hd__nor2_1 | 83 | 2.1
sky130_fd_sc_hd__a21o_1 | 9 | 0.45
sky130_fd_sc_hd__a221oi_1 | 23 | 1.3
sky130_fd_sc_hd__a32oi_1 | 10 | 0.58
sky130_fd_sc_hd__dfrtp_1 | 286 | 47
sky130_fd_sc_hd__clkbuf_1 | 95 | 2.4
sky130_fd_sc_hd__a22oi_1 | 113 | 5.6
sky130_fd_sc_hd__o22ai_1 | 15 | 0.62
final cells by class:
| class | count | area (um^2) |
|---|---|---|
| Tap cell | 390 | 488 |
| Timing Repair Buffer | 154 | 1330 |
| Fill cell | 2557 | 12300 |
| Clock buffer | 46 | 967 |
| Clock inverter | 10 | 129 |
| Inverter | 15 | 63.8 |
| Multi-Input combinational cell | 1197 | 7300 |
| Sequential cell | 287 | 7180 |
final timing paths:
check / from / end / slack (ps) / depth (start not counted)
max: c1.cs[5]$_DFF_PP0_ / dm_w_data[4] / 6070 / 11
min: c1.cs[3]$_DFF_PP0_ / c1.cs[0]$_DFF_PP1_ / 500 / 1
min in group asynchronous: rst / d1.rf.rf[7][12]$_DFFE_PP0P_ / 2690 / 2
min reg2reg: c1.cs[3]$_DFF_PP0_ / c1.cs[0]$_DFF_PP1_ / 500 / 1
max in group asynchronous: rst / d1.rf.rf[4][10]$_DFFE_PP0P_ / 9760 / 3
max reg2reg: c1.cs[5]$_DFF_PP0_ / d1.rf.rf[13][14]$_DFFE_PP0P_ / 6900 / 21
per-layer routing:
layer	track usage (%)	share of wire, %	vias up
li1	-	-	6225
met1	59.1	38	6867
met2	58.4	42	1025
met3	17.3	13	287
met4	21.0	6.7	2
met5	0.801	0.054	-
flip-flops by register name (all words and copies together) (netlist names):
name,flops
d1.rf.rf,256
c1.ir,16
c1.cs,7
c1.pc,8
cells by family after synthesis:
| logic type | count (synthesis) | synth area share (%) |
|---|---|---|
| flip-flops | 287 | 47.3 |
| XOR/XNOR | 18 | 1.04 |
| multiplexers | 62 | 4.59 |
| AND-OR/OR-AND | 625 | 27.3 |
| AND/OR/NAND/NOR | 475 | 13.6 |
| buffers and inverters | 155 | 4.65 |
| adder cells (fa/ha/maj) | 17 | 1.45 |
power by group:
| part | total (mW) | internal [mW] | switching (mW) |
|---|---|---|---|
| Sequential | 1.25 | 1.03 | 0.214 |
| Combinational | 0.427 | 0.199 | 0.228 |
| Clock | 0.908 | 0.553 | 0.355 |
| Total | 2.58 | 1.78 | 0.798 |
stage by stage:
| step | instance area [um^2] | instances |
|---|---|---|
| final | 17500 | 2099 |
| after global placement | 16400 | 2043 |
| after CTS | 17500 | 2099 |
| after floorplan | 15200 | 1639 |
| after detailed placement | 16400 | 2043 |
| after global routing | 17500 | 2099 |
cell usage in the layout, fill, tap and decap left out, types with 7 or more instances in the layout:
| master | count |
|---|---|
| sky130_fd_sc_hd__dfrtp_1 | 286 |
| sky130_fd_sc_hd__xnor2_1 | 10 |
| sky130_fd_sc_hd__nand2_1 | 259 |
| sky130_fd_sc_hd__o22ai_1 | 15 |
| sky130_fd_sc_hd__buf_4 | 84 |
| sky130_fd_sc_hd__a21oi_1 | 75 |
| sky130_fd_sc_hd__nand4_1 | 23 |
| sky130_fd_sc_hd__xor2_1 | 8 |
| sky130_fd_sc_hd__nor3_1 | 17 |
| sky130_fd_sc_hd__ha_1 | 16 |
| sky130_fd_sc_hd__nor2_1 | 83 |
| sky130_fd_sc_hd__a21o_1 | 9 |
| sky130_fd_sc_hd__mux2_2 | 60 |
| sky130_fd_sc_hd__a32oi_1 | 10 |
| sky130_fd_sc_hd__a221oi_1 | 23 |
| sky130_fd_sc_hd__or3_1 | 8 |
| sky130_fd_sc_hd__a22oi_1 | 113 |
| sky130_fd_sc_hd__inv_1 | 13 |
| sky130_fd_sc_hd__nand3_1 | 38 |
| sky130_fd_sc_hd__clkdlybuf4s50_1 | 70 |
| sky130_fd_sc_hd__a222oi_1 | 30 |
| sky130_fd_sc_hd__and2_1 | 7 |
| sky130_fd_sc_hd__o21ai_1 | 38 |
| sky130_fd_sc_hd__clkbuf_16 | 35 |
| sky130_fd_sc_hd__o21ai_0 | 198 |
| sky130_fd_sc_hd__a22o_1 | 25 |
| sky130_fd_sc_hd__o221a_2 | 16 |
| sky130_fd_sc_hd__a31oi_1 | 31 |
critical path, stage by stage, from the launching register on:
cell	delay, ps
sky130_fd_sc_hd__dfrtp_1	320
sky130_fd_sc_hd__buf_4	500
sky130_fd_sc_hd__nand2_1	460
sky130_fd_sc_hd__o22ai_1	230
sky130_fd_sc_hd__buf_4	240
sky130_fd_sc_hd__and2_1	720
sky130_fd_sc_hd__buf_4	430
sky130_fd_sc_hd__a222oi_1	170
sky130_fd_sc_hd__a2bb2oi_1	170
sky130_fd_sc_hd__and4_1	220
sky130_fd_sc_hd__nor2_1	240
sky130_fd_sc_hd__clkdlybuf4s50_1	530
No activity file was given, so power comes from the tool's default toggle rates.
